### flow/config.mk
export PLATFORM = sky130hd
export DESIGN_NAME = SRAM
export DESIGN_NICKNAME = SRAM
export VERILOG_FILES = /design/flow/design.v
export SDC_FILE = /design/flow/constraint.sdc
export NUM_CORES = 4
export LEC_CHECK = 1
export CORE_UTILIZATION = 40
### flow/constraint.sdc
current_design SRAM

set clk_period 50.1
set clk_io_pct 0.2

create_clock -name clk0 -period $clk_period [get_ports {clk}]

set non_clock_inputs [all_inputs -no_clocks]
set_input_delay [expr $clk_period * $clk_io_pct] -clock clk0 $non_clock_inputs
set_output_delay [expr $clk_period * $clk_io_pct] -clock clk0 [all_outputs]
### flow/design.v
interface apb_if(input logic PCLK, input logic PRSTN);
  logic				i_PSEL;
  logic				i_PEN;
  logic				i_PWRITE;
  logic		[31:0] 	i_PADDR;
  logic		[31:0] 	i_PWDATA;
  logic 	[31:0] 	o_PRDATA;
endinterface
module SRAM
#(
parameter ADDR_WIDTH = 6,
parameter DATA_WIDTH = 30,
parameter RAM_DEPTH = 64
)
(clk, i_cs, i_we, i_addr, i_din, o_dout);
  	input clk;
  	input i_cs;
  	input i_we;
    input[ADDR_WIDTH-1 : 0] i_addr;
 	input[DATA_WIDTH-1 : 0] i_din;
 	output[DATA_WIDTH-1 : 0] o_dout;
  	reg[DATA_WIDTH-1:0] r_mem [0:RAM_DEPTH-1];
    assign o_dout = (i_cs && !i_we) ? r_mem[i_addr] : 'b0;
  	always @(posedge clk) begin
      	if(i_cs && i_we) begin
          r_mem[i_addr] <= i_din;        
      	end
  	end
  	always @(posedge clk) begin
      	if(i_cs && !i_we) begin
          r_mem[i_addr] <= r_mem[i_addr];        
      	end
  	end
endmodule
### flow/run.sh
#!/bin/bash
# OpenROAD 26Q1-2900-gdf79404cd8, Yosys 0.63+post, stock flow scripts
make -C /OpenROAD-flow-scripts/flow DESIGN_CONFIG=/design/flow/config.mk WORK_HOME=/design/flow/orfs finish
==> results.txt <==
run metrics: Pwr per Cell Area 40.5 nW/um2, Data arrival, critical path 15.02 ns, CP startpoint kind primary input, VDD IR max 0.0000290 V, H-Tree Depth 4, Unique cell types 76, fin util 0.460, chip area estimate from yosys synthesis 75000 um2, register area share after synthesis 0.769, post-route clock skew 0.0273 ns, Post-synth EDFFs 1920, largest net degree at the start of global routing 100, post-route ant nets 0, core footprint between 150000 and 200000 um2, final WL 261000 um, chip width 435 um, clock transition at the registers of the reported paths 0.06 ns, final setup violating endpoints 0, Synth Instances 4397, Top Registers r_mem: 1920 flops, register bit total from synthesis 1920, Placer Congestion approximately 0.94, Avg Cell Area, Syn ~17 um2, Commonest flop edfxtp_1, status completed, Slew Limit Fails 0, worst path required time between 40 and 50 ns, Tot GR Track Use 0.299, # IOs 69, OpenROAD warning count 26, chip height approximately 430 um, Leak 26.3 nW, fin crit period 25.04 ns, metal2 WL 114000 um, Vias/cell 6.34, Num CTS Buffers 187, Max Used Layer met5, grt total ovfl 0, Hold Buf Count CTS 0, Top-area cell share 0.769, M1 WL approximately 77000 um, vias in the first global route 46800, period utilisation layout 0.500, total vias in the final route about 45000, Most flops, register r_mem, yosys stat cell total 4397, Clock Path Buffers 3, setup TNS 0 ns, Largest register FFs 1920, critical path class in2out, number of post-CTS setup repair buffers 0, row count 158, floorplan utilization 0.403, cell type with the largest total area edfxtp_1, DRC errors left 0, post-DP HPWL 150000 um, Mapped Area approximately 75000 um2, routed len/inst about 36 um, Buffers on Ports 68, synth warn 1, Async SR Flop Fraction 0, Synth-to-Final Area Change 14.1%, Root Buffer clkbuf_16, final hold vios 0, Hold Path Class reg2reg, cts repair resizes 0, CTS sink cnt 1920, Synth top cell by count edfxtp_1, worst hold slack approximately 1.2 ns, Synth area leaders edfxtp_1, a22oi_1, a221oi_1, initial antenna violation count 10, layout cells sized above 1 0.157, Die ar. 189000 um2, WL met3 roughly 54000 um, DRT Pass-1 Iters 7, worst-path fanout max 99, Worst Tran Pin Value between 1 and 1.5 ns, first-pass GRT wire length 361000 um, RSZ-0062 raised after global routing false, relative slew slack 0.293, max_cap viols 0, CP endpoint kind output pin, Max Freq 39.9 MHz, clk latency of the worst-skew pair about 0.85 ns, initial drt markers 3718, CTS tree built, top cells by count edfxtp_1, a22oi_1, a221oi_1, a21oi_1, nor2_1
area by class of cell:
class	instances	area, um2
tap	2480	3100
inverter	11	46.3
antenna	4	10.0
clock buffer	241	4970
multi-input combinational	2104	16400
timing repair buffer	297	2410
fill	15500	100000
sequential	1920	57700
clock inverter	98	948
critical path, stage by stage:
cell and delay [ns]:
buf_8 0.41, buf_12 0.45, buf_4 0.55, or2_2 0.66, o22ai_1 0.24, o31ai_1 0.76, o211ai_1 0.30, nor4_1 0.66
buf_4 0.26, nor2_1 0.05, clkdlybuf4s50_1 0.43
cells in the final DEF (no fill, tap or decap), types with 29 or more instances in the layout:
cell / netlist / routed
nand2b_1: 31 / 29
clkdlybuf4s50_1: 0 / 62
o21ai_0: 50 / 50
nand2_1: 64 / 62
nor3_1: 53 / 53
clkinv_1: 0 / 41
nor2_4: 0 / 67
mux2i_1: 140 / 140
a22o_1: 47 / 47
a22oi_1: 333 / 333
nor2_1: 162 / 96
o22ai_1: 156 / 156
mux2_2: 30 / 30
a21oi_1: 174 / 158
nand3b_1: 99 / 99
edfxtp_1: 1920 / 1920
nand3_1: 71 / 70
clkbuf_1: 138 / 50
buf_4: 35 / 228
clkbuf_16: 0 / 191
or3b_2: 51 / 51
mux4_2: 30 / 30
a221oi_1: 223 / 223
final timing paths:
path                     start     endpoint  slack (ns)  depth (start not counted)
hold / removal    r_mem[38][6]  r_mem[3][6]        1.17                          3
hold reg to reg   r_mem[38][6]  r_mem[3][6]        1.17                          3
setup reg to reg  r_mem[42][4]  r_mem[0][4]       46.61                          8
setup / recovery     i_addr[0]    o_dout[4]       25.06                         11
metrics by stage:
step / setup WS (ns) / area [um2] / std cells / power (mW)
5_1_grt: 24.98 / 85500 / 7154 / 3.55
3_5_place_dp: 25.37 / 79600 / 6812 / 2.12
6_report: 25.06 / 85500 / 7155 / 3.47
3_3_place_gp: 25.31 / 79600 / 6812 / 2.12
2_1_floorplan: 28.26 / 75000 / 4397 / 2.01
4_1_cts: 25.36 / 85500 / 7151 / 3.47
cell families (layout without fill, tap and decap cells):
family | after synthesis | in the layout | synth area share
flops | 1920 | 1920 | 0.769
compound gates | 1196 | 1196 | 0.117
simple gates | 707 | 707 | 0.0561
buf+inv | 373 | 647 | 0.0256
mux | 201 | 201 | 0.0324
other cells | 0 | 4 | 0
report_power, final:
part           internal [mW]  leakage [nW]  total [mW]  switching, mW
Sequential              1.83          17.3        1.83        0.00153
Combinational         0.0596          6.13       0.260          0.200
Clock                  0.776          2.88        1.37          0.596
layer usage:
metal,up-vias,track usage
met1,22300,0.318
met3,698,0.271
met4,30,0.133
met2,3779,0.408
met5,-,0.0257
li1,18600,-
Power figures rest on the tool's default switching activity, not on a simulated workload.
